**flow/design.v**
```verilog
module rect_linear(
     clk,
     rst_n,
     function_in,
     function_out
    );
parameter FEATURE_WIDTH = 32;
input clk;
input rst_n;
input [FEATURE_WIDTH - 1:0]function_in;
output [FEATURE_WIDTH- 1:0]function_out;    
reg [FEATURE_WIDTH - 1 :0]function_out;
always @(posedge clk or negedge rst_n)
    begin
        if(!rst_n)
            function_out <= 0;
        else if(function_in[FEATURE_WIDTH- 1] == 1'b1)
            function_out <= 0;
        else 
            function_out <=  function_in;
    end
endmodule
```
**flow/run.sh**
```bash
#!/bin/bash
# OpenROAD 26Q1-2900-gdf79404cd8, Yosys 0.63+post, stock flow scripts
make -C /OpenROAD-flow-scripts/flow DESIGN_CONFIG=/design/flow/config.mk WORK_HOME=/design/flow/orfs finish
```
**flow/config.mk**
```make
export PLATFORM = sky130hd
export DESIGN_NAME = rect_linear
export DESIGN_NICKNAME = rect_linear
export VERILOG_FILES = /design/flow/design.v
export SDC_FILE = /design/flow/constraint.sdc
export NUM_CORES = 4
export LEC_CHECK = 1
export CORE_AREA = 10 10 109 109
export DIE_AREA = 0 0 119 119
```
**flow/constraint.sdc**
```tcl
current_design rect_linear

set clk_period 1.0
set clk_io_pct 0.2

create_clock -name clk0 -period $clk_period [get_ports {clk}]

set non_clock_inputs [all_inputs -no_clocks]
set_input_delay [expr $clk_period * $clk_io_pct] -clock clk0 $non_clock_inputs
set_output_delay [expr $clk_period * $clk_io_pct] -clock clk0 [all_outputs]
```
==> impl_metrics.yaml <==
# generated from flow reports
grt:
  grt_pass1_wl_mm: 4.97
  grt_overflow: 0
  grt_max_degree: 32
  grt_pass1_vias: 820
  grtUsageTotal: 0.0451
  antenna_found_initial: 0
placement:
  numPortBuffers: 64
  gp_congestion: 0.663
  dpl-instance-area_mm2: 0.00181
  preCtsSetupSlack_ns: -0.115
  hpwl_mm: 2.70
routing:
  diodes: 0
  drc_errors: 0
  wirelength_mm: 3.19
  drt_iter0_drc: 9
  vias: 700
  viasPerCell: 2.57
  wl_per_cell_um: 11.7
  firstDrtPassIters: 2
  detail-route-antenna-nets: 0
yosys:
  yosysUniqueCellTypes: 5
  synth.largest_area_cell: "dfrtp_1"
  ys_cells: 67
  ys_ff: 31
  top_logic_kind: "simple AND/OR/NAND/NOR gates"
  ys_top_cells_by_area: "dfrtp_1 76%, nor2b_1 19%, buf_6 3.3%"
  adder_share: 0
  avgSynthCellArea_um2: 15.1
  ys_seq_frac: 0.764
  synthXorXnorAreaFrac: 0
  syn-instance-count: 67
  synthMuxAreaShare: 0
  syn_area_mm2: 0.00101
  ff_type: "dfrtp_1"
  edf_count: 0
  synthTopCellsByCount: "31 x dfrtp_1, 31 x nor2b_1, 3 x buf_6"
  ys_sh_simple: 0.191
  synth_warnings: 1
  yosys_area_mm2: 0.00101
  compound_area_frac: 0
  synth_top_area_share: 0.764
  async_flop_share: 1.00
sta:
  fmax_ghz: 1.03
  final_hold_viol_count: 0
  fin_crit_sh: 0.969
  timing.final.setup_violations: 0
  rsz0062_at_grt: "true"
  finalSetupTns_ns: 0
  drv_slew: 0
  fin_crit_ns: 0.969
  setup_slack_ns: 0.0313
clocking:
  cts_tree: "done"
  postCtsSetupBuffers: 0
  numCtsBuffers: 5
  path_clk_slew_ns: 0.07
  cts_num_sinks: 31
  htreeDepth: 2
  clock_path_buffers: 2
  cts_root_buf: "clkbuf_8"
layout:
  finish.instance_area_mm2: 0.00175
  drive_gt1_frac: 0.309
  largest_reg_flops: 31
  syn_to_final_growth_pct: 72.9
  reg_top3: "function_out: 31 flops"
  top_register: "function_out"
  n_fill_cell: 1095
critical_path:
  startpoint_type: "register"
  crit_slowest_cell: "dfrtp_1"
  critical_path_class: "register to output port"
  worstPathMaxFanout: 1
  cp_cell_sequence: "buf_2"
  cp.arrival_ns: 0.77
  critPathTopFamily: "flip-flops"
  slowest_delay_ns: 0.37
  worstPathRequired_ns: 0.80
  worst-path-stages: 1
  critical_path_buf_inv_count: 1
  end_kind: "output port"
die:
  design.core.area_mm2: 0.00964
  die_width_um: 119
  num_rows: 36
  die_y_um: 119
  fp_util: 0.105
  io-pin-count: 66
  dieArea_mm2: 0.0142
power:
  powerDensity_mw_per_mm2: 1470
  p_leak_nw: 0.811
  peakVddDrop_mv: 0.344
  power_mw: 2.58
job:
  maxCapViolCount: 0
  warning_count: 26
min_path:
  hold_path.class: "primary input to asynchronous set/reset pin"
status:
  status: "finished, final reports clean"
final cells by class:
class / instances / area [µm²] / area share
clock inverter: 3 / 20.0 / 0.0114
sequential: 31 / 776 / 0.442
tap: 133 / 166 / 0.0949
clock buffer: 5 / 68.8 / 0.0392
multi-input combinational: 32 / 198 / 0.113
timing repair buffer: 68 / 526 / 0.300
layer usage:
layer / up-vias / track usage / share of wire
met5: - / 0 / 0
met3: 2 / 0.0206 / 0.094
met4: 0 / 0.00840 / 0.013
met1: 323 / 0.0551 / 0.40
met2: 38 / 0.0723 / 0.49
li1: 337 / - / -
where the power goes:
group          internal (mW)  switching [mW]  leakage, nW
combinational          0.196          0.0904        0.371
clock                  0.484           0.483       0.0402
sequential              1.32          0.0122        0.400
worst min-delay path, cell delays in order:
cell	delay, ns
dlygate4sd3_1	0.52
buf_2	0.11
buf_4	0.22
cells by family (layout without fill, tap and decap cells):
logic type / after synthesis / count (layout)
buffers and inverters: 4 / 76
flip-flops: 31 / 31
other: 1 / 1
AND/OR/NAND/NOR: 31 / 31
how the worst max path moves through the flow:
stage                   to  slack (ns)             start
4_1_cts   function_out[14]       0.007  function_out[14]
5_1_grt    function_out[2]       -0.01   function_out[2]
6_report  function_out[14]        0.03  function_out[14]
per-stage QoR:
step | util | instances | hold slack [ns]
finish | 0.182 | 272 | 0.405
floorplan | - | 67 | -0.0956
CTS | 0.182 | 272 | 0.417
detailed placement | 0.188 | 263 | 0.170
global placement | 0.188 | 263 | 0.167
global route | 0.182 | 272 | 0.425
cells in the final DEF (no fill, tap or decap):
cell type	instances
dfrtp_1	31
dlygate4sd3_1	1
clkbuf_8	5
conb_1	1
clkdlybuf4s50_1	32
clkinvlp_4	2
buf_12	1
clkinv_2	1
nor2b_1	31
buf_2	32
buf_4	2
what timing repair did:
item,in CTS,in global routing
hold endpoints to repair,31,0
resized,103,0
hold buffers,1,0
endpoints found under the setup margin,31,6
Power figures rest on the tool's default switching activity, not on a simulated workload.
