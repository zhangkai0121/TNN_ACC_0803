==> flow/design.v <==
module mult_scaler(clk,rst_n,in1,in2,out);
parameter FEATURE_WIDTH = 32;
parameter SCALER_WIDTH = 32;
input                                                   clk;
input                                                   rst_n;
input  signed [ FEATURE_WIDTH - 1 : 0 ]                 in1;
input  signed [ SCALER_WIDTH - 1 : 0 ]                  in2;
output signed[ FEATURE_WIDTH - 1 : 0 ]                  out;
reg    signed [ FEATURE_WIDTH + SCALER_WIDTH  - 1 :0]   temp_out;
always@(posedge clk or negedge rst_n)
    if(!rst_n)
        temp_out<= 0;
    else
        temp_out <= in1 * in2;
assign out = temp_out>>>16;
endmodule
==> flow/run.sh <==
#!/bin/bash
# OpenROAD 26Q1-2900-gdf79404cd8, Yosys 0.63+post, stock flow scripts
make -C /OpenROAD-flow-scripts/flow DESIGN_CONFIG=/design/flow/config.mk WORK_HOME=/design/flow/orfs finish
==> flow/config.mk <==
export PLATFORM = sky130hd
export DESIGN_NAME = mult_scaler
export DESIGN_NICKNAME = mult_scaler
export VERILOG_FILES = /design/flow/design.v
export SDC_FILE = /design/flow/constraint.sdc
export NUM_CORES = 4
export LEC_CHECK = 1
export CORE_UTILIZATION = 50
==> flow/constraint.sdc <==
current_design mult_scaler

set clk_period 1.0
set clk_io_pct 0.2

create_clock -name clk0 -period $clk_period [get_ports {clk}]

set non_clock_inputs [all_inputs -no_clocks]
set_input_delay [expr $clk_period * $clk_io_pct] -clock clk0 $non_clock_inputs
set_output_delay [expr $clk_period * $clk_io_pct] -clock clk0 [all_outputs]
==> results.txt <==
Latest figures from synthesis and place and route.

The run finished, with violations left. The final reports fail on negative hold slack, negative setup slack. The overall die size recorded for this design is just under 0.06 mm². The number of standard cells in the layout, taps in and fillers out is 4,297.

The script logs the ratio of routed vias to standard cells as roughly 5.0. The dominant synthesized flop cell is sky130_fd_sc_hd__dfrtp_1. Warnings reported by Yosys during synthesis add up to 1.

The fraction of the cycle the final worst path needs is 6.71. Summed over all instances, the cell type with the most area after synthesis is sky130_fd_sc_hd__fa_1. Once detail routing completed, the nets flagged for antenna violations numbered 0. STA lists the maximum fanout along the critical path as 7. By area the synthesized netlist is led by sky130_fd_sc_hd__fa_1 57%, sky130_fd_sc_hd__inv_1 10%, sky130_fd_sc_hd__and2_1 9.9%. The buffers plus inverters on the worst setup path is 6. Summed over all layers, the routed wires come to roughly 90 mm. The worst hold margin is -0.171 ns. The worst setup path is launched from an input pin. The tally of unique sky130hd cells used after synthesis is 48.

The routability congestion estimate from global placement is 0.963. The number of slew-limit violations in the final report is 0. The number of buffers inserted during clock tree synthesis is 5. The clock-pin slew on the worst setup and hold paths is about 0.080 ns. The via count of the first global-routing pass is ~24,000. The setup slack of the critical path after layout is -5.71 ns. The initial utilization of the core area, before any placement, comes to 0.508. The cell repeated most along the worst path is sky130_fd_sc_hd__fa_1.

The chip height is 244 µm. The total of max-cap violations is 0. Setup repair after global routing could not meet its margin everywhere. The global-route wire length before repair is ~140 mm. The number of H-tree branching levels is 2.

Entering global routing, the biggest net connects 33 pins. The iteration-0 DRC count of the detailed router is roughly 770. After filler insertion, the fill cell instance count of the layout stands at between 4,000 and 5,000. For this run, the final setup violation count is recorded as 38. The total antenna diodes in the routed design is 0. In the Yosys report the total cell count is roughly 3,100. The total instance count after detailed placement is ~4,000. Averaged over all synthesized cells, the footprint is roughly 9.5 µm².

In the setup report, the worst path falls into the class input pin to register. The final number of hold-violating endpoints is 32. For this run, the detailed router's first-pass iteration total came to 5. The register with the highest flop count is temp_out.

The dominant delay contributor by cell family on the critical path is adder cells. The overall fraction of global-route tracks in use is 0.341. In the final layout, the share of cells above drive strength 1 is 0.240. STA on the placed design reports a worst setup slack of -6.47 ns.

All stages included, the depth of the critical timing path comes to 25. The async set-reset flop share out of synthesis is 1.00. The area inside the core boundary is between 0.05 and 0.06 mm². The share of the synthesized area in the top cell type is 0.572. The buffer type at the clock tree root is sky130_fd_sc_hd__clkbuf_16. The critical path endpoint has a required time of 1.19 ns. The summed negative setup slack over all endpoints is -172.37 ns.

The global routing report lists met1 layer usage as 0.470. The share of the Yosys chip area taken by registers is 0.0273. The normalized max-slew margin is 0.738. The DRC violations left is 0. Summing all multi-input logic gate instances after layout gives around 0.026 mm².

The register with the most flip-flops in the layout has 32 of them. The worst setup path endpoint is temp_out[45]$_DFF_PN0_.

The worst setup path startpoint is in1[12]. The die span in x is roughly 240 µm. The slowest cell on the critical path is sky130_fd_sc_hd__fa_2. The average detailed-routed wire length per instance is between 20 and 25 µm. The upper clock frequency limit is about 150 MHz.

For this run the top cell type by instance count after synthesis was sky130_fd_sc_hd__fa_1. For this run, the slowest stage of the critical path takes around 0.60 ns. The number of top-level pins is 98. Note, the detailed placer reported a final HPWL of 65.5 mm. Ranked by instance count, the synthesized netlist is headed by 838 x sky130_fd_sc_hd__fa_1, 786 x sky130_fd_sc_hd__inv_1, 463 x sky130_fd_sc_hd__and2_1. STA classifies the critical path endpoint as a register. The number of input and output port buffers inserted is a little under 100. The post-synth tally of flip-flops with integrated enable is 0. The sequential cells in the finished layout cover a total of 801 µm². The met2 track demand over resource in global routing is 0.517.

The routed layout has roughly 22,000 vias. The mapped netlist covers between 0.02 and 0.03 mm². The number of cell rows is between 80 and 90.

The largest registers in the layout are temp_out x32. The clock sink total is 32. The most critical min-delay path falls under input pin to asynchronous set/reset pin.

The synthesized instance count is ~3,100. Relative to the synthesized area, the layout overhead comes to 27.5%. The TritonCTS clock tree is done. The final global-route overflow total is 0.

Looking at the max-slew report, the worst-margin pin has a slew of 0.392 ns. The post-synth register bit count is 32. The stage logs contain a warning count of 30. On met3, the global router reports a usage of 0.151. The number of antenna violations at the first check in global routing is 1.

The maximum count of clock buffers along a single path is 2. For the finished layout, the period the worst path requires is between 6 and 7 ns. On the critical path the data arrives at approximately 6.9 ns. Global routing put the most usage on met2.

The chip area estimate from yosys synthesis is about 0.029 mm².
==> per-layer routing <==
layer	part of all wire	wire, µm	vias up
met1	0.36	31500	11100
met5	0.00071	62	-
li1	-	-	9564
met4	0.048	4190	4
met2	0.48	41600	833
met3	0.12	10200	157
==> worst min path at each step <==
stage          from                endpoint  slack, ns  cells after the start
CTS           rst_n  temp_out[21]$_DFF_PN0_      -0.16                      2
global route  rst_n  temp_out[23]$_DFF_PN0_      -0.15                      2
finish        rst_n  temp_out[21]$_DFF_PN0_      -0.17                      2
==> stage by stage <==
step	area [µm²]	hold WS (ns)	utilization
after floorplan	29900	-0.0956	-
after global placement	34000	0.173	0.587
after detailed placement	34000	0.181	0.587
after CTS	36500	-0.163	0.631
after global routing	37400	-0.153	0.647
final	37400	-0.171	0.647
==> cell families after synthesis <==
kind of cell | count (synthesis) | synth area share
adders and majority gates | 1001 | 0.641
and+or+nand+nor | 961 | 0.166
buffers and inverters | 954 | 0.122
AOI/OAI and AO/OA | 87 | 0.0222
xor gates and xnor gates | 71 | 0.0212
DFF | 32 | 0.0273
==> placed cells by master, fill, tap and decap left out, types with 6 or more instances in the layout <==
cell type                          n
sky130_fd_sc_hd__dlygate4sd2_1     7
sky130_fd_sc_hd__bufbuf_16        22
sky130_fd_sc_hd__xnor2_2           7
sky130_fd_sc_hd__nor2_1           13
sky130_fd_sc_hd__dlymetal6s2s_1    6
sky130_fd_sc_hd__and2_1          423
sky130_fd_sc_hd__buf_16           11
sky130_fd_sc_hd__xnor2_1          45
sky130_fd_sc_hd__ha_4             23
sky130_fd_sc_hd__buf_2            46
sky130_fd_sc_hd__a21oi_4           7
sky130_fd_sc_hd__a21oi_2          11
sky130_fd_sc_hd__o21ai_4           6
sky130_fd_sc_hd__buf_6            65
sky130_fd_sc_hd__fa_1            763
sky130_fd_sc_hd__and2_4           40
sky130_fd_sc_hd__a21o_1           14
sky130_fd_sc_hd__dfrtp_1          32
sky130_fd_sc_hd__nand2_1         423
sky130_fd_sc_hd__buf_12           72
sky130_fd_sc_hd__buf_4           318
sky130_fd_sc_hd__inv_2            37
sky130_fd_sc_hd__inv_1           748
sky130_fd_sc_hd__nor2b_1           9
sky130_fd_sc_hd__buf_8            20
sky130_fd_sc_hd__clkbuf_16         8
sky130_fd_sc_hd__nand2b_1          9
sky130_fd_sc_hd__clkbuf_2          8
sky130_fd_sc_hd__xor2_1           12
sky130_fd_sc_hd__fa_2             75
sky130_fd_sc_hd__ha_1            137
sky130_fd_sc_hd__nand2_2          10
sky130_fd_sc_hd__a21oi_1           8
==> repair_timing <==
| item | 4_1_cts | 5_1_grt |
|---|---|---|
| endpoints found under the setup margin | 64 | 56 |
| buffers inserted | 111 | 38 |
| endpoints found under the hold margin | 32 | 32 |
| cloned | 34 | 3 |
| gates resized | 522 | 195 |
| pin swaps | 151 | 182 |
==> layout make-up <==
| type | count | area share |
|---|---|---|
| clock inverter | 3 | 0.00114 |
| multi-input combinational | 2120 | 0.698 |
| timing repair buffer | 586 | 0.172 |
| tap | 765 | 0.0256 |
| inverter | 786 | 0.0789 |
| sequential | 32 | 0.0214 |
| clock buffer | 5 | 0.00334 |
