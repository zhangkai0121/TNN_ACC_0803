==> /design/flow/design.v <==
module add_unit(clk,rst_n,adder_a,adder_b,adder_out);    
    parameter data_in_width = 32;
input clk;
input rst_n;
input [data_in_width-1:0] adder_a;
input [data_in_width-1:0] adder_b;
output [data_in_width-1:0]adder_out;
reg [data_in_width:0]sum;
always@(posedge clk or negedge rst_n)
begin
    if(!rst_n)
        sum <= 0;
    else
        sum <= adder_a + adder_b;
end
assign adder_out = sum[data_in_width - 1:0];
endmodule
==> /design/flow/run.sh <==
#!/bin/bash
# OpenROAD 26Q1-2900-gdf79404cd8, Yosys 0.63+post, stock flow scripts
make -C /OpenROAD-flow-scripts/flow DESIGN_CONFIG=/design/flow/config.mk WORK_HOME=/design/flow/orfs finish
==> /design/flow/config.mk <==
export PLATFORM = sky130hd
export DESIGN_NAME = add_unit
export DESIGN_NICKNAME = add_unit
export VERILOG_FILES = /design/flow/design.v
export SDC_FILE = /design/flow/constraint.sdc
export NUM_CORES = 4
export LEC_CHECK = 1
export CORE_UTILIZATION = 30
==> /design/flow/constraint.sdc <==
current_design add_unit

set clk_period 1.0
set clk_io_pct 0.2

create_clock -name clk0 -period $clk_period [get_ports {clk}]

set non_clock_inputs [all_inputs -no_clocks]
set_input_delay [expr $clk_period * $clk_io_pct] -clock clk0 $non_clock_inputs
set_output_delay [expr $clk_period * $clk_io_pct] -clock clk0 [all_outputs]
==> datasheet_impl.txt <==
Physical implementation characteristics

Parameter                              Value

Outcome
  Outcome .................. finished, violations left
  Violated checks .................. negative setup slack

Floorplan
  Initial standard-cell utilization of the core .................. 0.310
  Horizontal extent of the die .................. 94.2 um
  IO Pins .................. 98
  Die outline area .................. about 0.0089 mm2
  Core Area .................. 0.00822 mm2
  Die height .................. 94.2 um
  Site Rows .................. 33

Clock tree
  Clock sink total .................. 32
  Number of buffers added by the clock tree synthesis step .................. 5
  Root buffer selected by CTS .................. sky130_fd_sc_hd__clkbuf_8
  Maximum clock insertion buffer count .................. 2
  TritonCTS clock tree .................. done
  Clock-pin slew reported for the worst setup and hold paths after clock tree synthesis .................. 80 ps
  Htree depth .................. 2

GRT
  Global route total overflow .................. 0
  First-pass GRT wire length .................. 12.2 mm
  Overall track demand over capacity in global routing .................. 0.176
  Vias in the first global route .................. 2,714
  Largest net degree at the start of global routing .................. 33
  Number of antenna violations at the first check in global routing .................. 0

Layout
  Largest register by flop count .................. sum
  Number of fill cells .................. about 650
  Number of flip-flops in the largest register .................. 32
  Largest registers .................. sum x32
  Fraction of layout cells with a size suffix above 1 .................. 0.587
  Area overhead of the layout relative to synthesis .................. 101%

STA
  Final hold violation count .................. 0
  RSZ-0062 raised after global routing .................. yes
  Max-slew headroom .................. 0.777
  Final Critical Period .................. 1840 ps
  Final worst setup slack .................. -844 ps
  Period utilisation layout .................. 1.84
  Maximum clock frequency .................. 542 MHz
  Setup violators final .................. 28
  Post-Route Hold Slack .................. 118 ps
  Final Max-Slew Violation Tally .................. 0
  Transition time at the pin with the least slew margin .................. 332 ps

Synthesis
  Count of library flops with an enable pin .................. 0
  Part of the Yosys area used for sequential elements .................. 0.314
  Register bit total from synthesis .................. 32
  Cell total in the yosys stat output .................. between 200 and 300
  Synthesized instance count .................. about 270
  Area reported by Yosys stat .................. 0.00255 mm2
  Async SR Flop Fraction .................. 1.00
  Mean post-synth cell area .................. 9.37 um2
  Number of distinct standard cells referenced by the synthesized netlist .................. between 50 and 60
  Top FF cell, synth .................. sky130_fd_sc_hd__dfrtp_1
  Synth Cell Area .................. approximately 0.0025 mm2
  Number of warnings issued by yosys .................. 1

Power and ir drop
  Static power due to leakage .................. 2.32 nW
  Pwr Total .................. roughly 0.0055 W
  Total power per unit cell area .................. 1080 mW/mm2
  Worst supply voltage drop on vdd .................. around 0.73 mV

Worst setup path
  CP Data Required Time .................. about 1200 ps
  Endpoint arrival time on the critical path .................. 2010 ps
  Maximum single-stage delay on the critical path .................. about 350 ps
  Ordered cell list for the critical path .................. buf_6, ha_4, and3_4, o211ai_1, o21bai_4, a22oi_4, a31oi_4, o311a_1, or3_1
  Category of the worst setup path capture point .................. register
  CP Max Fanout .................. 4
  Cell type of the slowest stage on the worst timing path .................. sky130_fd_sc_hd__or3_1
  Number of buffers and inverters on the critical path .................. 1
  Type of the worst setup path .................. in2reg
  Startpoint type of the worst setup path .................. primary input
  Crit path max-delay family .................. AND-OR/OR-AND gates

Routing
  First-pass iteration count of the detailed router .................. 4
  Routed vias .................. 2,806
  DR WL/cell .................. between 10 and 15 um
  Total wire length .................. 7.62 mm
  ANT cells .................. 0
  DRT antenna net count .................. 0
  DR iter-0 viols .................. 56
  Via-per-instance ratio .................. 4.84
  Total DRC errors in the routed layout .................. 0

Hold path
  Worst hold path class .................. in2reg

Placed design
  Number of port buffers .................. ~97
  Final weighted congestion of routability-driven global placement .................. 0.839
  HPWL after detailed placement .................. 5.73 mm

Flow run
  Tool warning count .................. 28
  Number of max-cap violations .................. 0
[metal layers]
metal	global-route usage	vias up	wire (um)
met4	0.0141	0	87
met5	0	-	0
met2	0.304	59	3740
met3	0.0255	8	322
li1	-	1417	-
met1	0.246	1322	3480
[kinds of logic (layout without fill, tap and decap cells)]
kind of cell             after synthesis  in the layout  synth area share
multiplexers                           2              2           0.00786
adder cells (fa/ha/maj)               32             32             0.160
buffers and inverters                 16            219            0.0255
AND/OR/NAND/NOR                       65             65             0.124
AND-OR/OR-AND                         97             97             0.272
flip-flops                            32             32             0.314
XOR/XNOR                              28             28            0.0962
[cell type report]
cell class / count / area (um2) / share of cell area
flip-flops and latches: 32 / 801 / 0.156
multi-input cells: 224 / 2480 / 0.482
well taps: 105 / 131 / 0.0256
inverters: 6 / 22.5 / 0.00439
repair buffers: 205 / 1610 / 0.314
clock inverters: 2 / 10.0 / 0.00195
clock buffers: 6 / 82.6 / 0.0161
[path summary, 6_finish.rpt]
kind	from	to	slack [ps]	cells after the start
max	adder_a[8]	sum[31]	-840	9
min	adder_a[0]	sum[0]	120	2
max in group asynchronous	rst_n	sum[11]	530	2
min in group asynchronous	rst_n	sum[5]	280	2
[report_power, final]
group | leakage, nW | switching [W] | internal [W]
Combinational | 1.90 | 0.00118 | 0.00165
Clock | 0.0510 | 0.000518 | 0.000550
Sequential | 0.372 | 0.0000741 | 0.00157
[cells in the final DEF (no fill, tap or decap), drive strengths merged, types with 9 or more instances in the layout]
cell / count
a21o: 19
a21oi: 29
buf: 170
clkdlybuf4s50: 9
dfrtp: 32
dlygate4sd2: 16
ha: 31
nand2: 19
nand3: 10
nor2: 12
o21ai: 15
xnor2: 13
xor2: 15
[Yosys cell counts, types with 3 or more instances]
master                      n  area [um2]
sky130_fd_sc_hd__dfrtp_1   32         801
sky130_fd_sc_hd__o21ai_0    7        35.0
sky130_fd_sc_hd__o21ai_1    7        35.0
sky130_fd_sc_hd__xor2_1    15         131
sky130_fd_sc_hd__xnor2_1   13         114
sky130_fd_sc_hd__nand4_1    7        43.8
sky130_fd_sc_hd__nor2_1    12        45.0
sky130_fd_sc_hd__nand3_1   10        50.1
sky130_fd_sc_hd__o21bai_1   4        30.0
sky130_fd_sc_hd__clkbuf_1   6        22.5
sky130_fd_sc_hd__a31oi_1    3        18.8
sky130_fd_sc_hd__a21o_1    19         143
sky130_fd_sc_hd__buf_2      4        20.0
sky130_fd_sc_hd__a211oi_1   3        22.5
sky130_fd_sc_hd__nor3_1     4        20.0
sky130_fd_sc_hd__inv_1      5        18.8
sky130_fd_sc_hd__ha_1      31         388
sky130_fd_sc_hd__a21oi_1   29         145
sky130_fd_sc_hd__nand2_1   19        71.3
[metrics by stage]
step,instance area [um2],setup TNS [ps],setup WS (ps),std cells,utilization
after floorplan,2890,-16720,-1020,272,-
after global placement,4560,-36640,-1530,547,0.554
after detailed placement,4560,-36870,-1530,547,0.554
after CTS,4930,-16880,-885,576,0.600
after global routing,5130,-18680,-885,580,0.625
final,5130,-17210,-844,580,0.625
[what timing repair did]
| action | 4_1_cts | 5_1_grt |
|---|---|---|
| gates resized | 313 | 42 |
| gates cloned | 0 | 0 |
| hold endpoints to repair | 0 | 0 |
| setup buffers | 22 | 4 |
| hold buffers | 0 | 0 |
| setup endpoints to repair | 63 | 34 |
| pin swaps | 80 | 43 |
Power figures rest on the tool's default switching activity, not on a simulated workload.
